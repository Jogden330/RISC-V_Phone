### flow/config.mk
export PLATFORM = sky130hd
export DESIGN_NAME = KeyboardDriver
export DESIGN_NICKNAME = KeyboardDriver
export VERILOG_FILES = /design/flow/design.v
export SDC_FILE = /design/flow/constraint.sdc
export NUM_CORES = 4
export LEC_CHECK = 1
export CORE_UTILIZATION = 40
### flow/constraint.sdc
current_design KeyboardDriver

set clk_period 2.5
set clk_io_pct 0.2

create_clock -name clk0 -period $clk_period [get_ports {CLK}]

set non_clock_inputs [all_inputs -no_clocks]
set_input_delay [expr $clk_period * $clk_io_pct] -clock clk0 $non_clock_inputs
set_output_delay [expr $clk_period * $clk_io_pct] -clock clk0 [all_outputs]
### flow/design.v
`timescale 1ns / 1ps
module KeyboardDriver(
    input CLK,                     
    input PS2DATA,
    input PS2CLK,
    output logic INTRPT,
    output logic [7:0] SCANCODE
  );
    typedef enum {ST_WAIT, ST_INTRPT} STATES;
    STATES StateReg = ST_WAIT;
    logic CLK50 = 0;               
    logic [7:0] ps_code;
    logic [2:0] intrptCount;
    logic code_ready, letter_case;
    always_ff @(posedge(CLK))begin
        CLK50 <= ~CLK50;
    end
    keyboard keybd (.clk(CLK50), .reset(1'b0), .ps2d(PS2DATA), .ps2c(PS2CLK),
                    .scan_code(ps_code), .scan_code_ready(code_ready),
                    .letter_case_out(letter_case));
    always_ff @(posedge CLK) begin
        case(StateReg)
            ST_WAIT: begin             
                intrptCount <= 0;
                INTRPT <= 1'b0;
                if (code_ready == 1'b1) begin    
                  SCANCODE <= ps_code;           
                  StateReg <= ST_INTRPT;         
                end else
                  StateReg <= ST_WAIT;           
              end
            ST_INTRPT: begin
                INTRPT <= 1'b1;                  
                if (intrptCount == 6) begin      
                  StateReg <= ST_WAIT;           
                end else begin
                  intrptCount <= intrptCount + 1;    
                  StateReg <= ST_INTRPT;             
                end
              end
            default: begin               
                StateReg <= ST_WAIT;     
                INTRPT   <= 1'b0;
              end
        endcase;
    end
endmodule
module keyboard (
    input clk, reset,
    input ps2d, ps2c,          
    output [7:0] scan_code,    
    output scan_code_ready,    
    output letter_case_out     
  );
    localparam  BREAKKEY = 8'hf0,  
                SHIFT1   = 8'h12,  
                SHIFT2   = 8'h59,  
                CAPS     = 8'h58;  
    localparam [2:0] ST_lowercase          = 3'b000,  
                     ST_ignore_break       = 3'b001,  
                     ST_shift              = 3'b010,  
                     ST_ignore_shift_break = 3'b011,  
                     ST_capslock           = 3'b100,  
                     ST_ignore_caps_break  = 3'b101;  
    logic [2:0] state_reg, state_next;   
    logic [7:0] scan_out;                
    logic got_code_tick;                 
    logic scan_done_tick;                
    logic letter_case;                   
    logic [7:0] shift_type_reg, shift_type_next;   
    logic [1:0] caps_num_reg, caps_num_next;       
    ps2_rx ps2_rx_unit (.clk(clk), .reset(reset), .rx_en(1'b1), .ps2d(ps2d), .ps2c(ps2c), .rx_done_tick(scan_done_tick), .rx_data(scan_out));
    always_ff @(posedge clk, posedge reset) begin
        if (reset) begin
          state_reg      <= ST_lowercase;
          shift_type_reg <= 0;
          caps_num_reg   <= 0;
        end else begin
          state_reg      <= state_next;
          shift_type_reg <= shift_type_next;
          caps_num_reg   <= caps_num_next;
        end
      end
    always_comb begin
        got_code_tick   = 1'b0;
        letter_case     = 1'b0;
        caps_num_next   = caps_num_reg;
        shift_type_next = shift_type_reg;
        state_next      = state_reg;
        case(state_reg)
          ST_lowercase: begin
              if(scan_done_tick) begin                                  
		          if(scan_out == SHIFT1 || scan_out == SHIFT2)  begin   
		              shift_type_next = scan_out;                       
			          state_next = ST_shift;             
                  end else if(scan_out == CAPS) begin    
			          caps_num_next = 2'b11;             
			          state_next = ST_capslock;          
		          end else if (scan_out == BREAKKEY)     
                      state_next = ST_ignore_break;      
                  else                                   
                      got_code_tick = 1'b1;              
              end
          end
          ST_ignore_break: begin
            if(scan_done_tick)             
                state_next = ST_lowercase;    
            end
          ST_shift: begin
            letter_case = 1'b1;            
            if(scan_done_tick) begin       
		      if(scan_out == BREAKKEY)      
		          state_next = ST_ignore_shift_break;   
              else if(scan_out != SHIFT1 && scan_out != SHIFT2 && scan_out != CAPS)  
                got_code_tick = 1'b1;    
              end
          end
          ST_ignore_shift_break: begin
              if(scan_done_tick) begin             
                  if(scan_out == shift_type_reg)   
                      state_next = ST_lowercase;      
                  else                             
                      state_next = ST_shift;
                end
            end
          ST_capslock: begin
              letter_case = 1'b1;            
              if(caps_num_reg == 0)          
                state_next = ST_lowercase;      
              if(scan_done_tick) begin       
                  if(scan_out == CAPS)       
                      caps_num_next = caps_num_reg - 1;    
                  else if(scan_out == BREAKKEY)               
                      state_next = ST_ignore_caps_break;
                  else if(scan_out != SHIFT1 && scan_out != SHIFT2)     
                      got_code_tick = 1'b1;                
                end
            end
          ST_ignore_caps_break: begin
              if(scan_done_tick) begin     
                  if(scan_out == CAPS)     
                      caps_num_next = caps_num_reg - 1;    
                  state_next = ST_capslock;                   
                end
            end
        endcase
      end
    assign letter_case_out = letter_case;
    assign scan_code_ready = got_code_tick;
    assign scan_code = scan_out;
endmodule
module ps2_rx (
		input clk, reset,
		input ps2d, ps2c, rx_en,     
		output logic rx_done_tick,   
		output logic [7:0] rx_data   
	);
	localparam  IDLE = 1'b0,
	            RX   = 1'b1;
	logic state_reg, state_next;     
	logic [7:0] filter_reg;          
	logic [7:0] filter_next;         
	logic f_val_reg;                 
	logic f_val_next;                
	logic [3:0] n_reg, n_next;       
	logic [10:0] d_reg, d_next;      
	logic neg_edge;                  
	always_ff @(posedge clk, posedge reset) begin
		  if (reset) begin
			  filter_reg <= 0;
			  f_val_reg  <= 0;
		  end else begin
			  filter_reg <= filter_next;
			  f_val_reg  <= f_val_next;
		  end
		end
	assign filter_next = {ps2c, filter_reg[7:1]};
	assign f_val_next = (filter_reg == 8'b11111111) ? 1'b1 :
	        (filter_reg == 8'b00000000) ? 1'b0 :
	        f_val_reg;
	assign neg_edge = f_val_reg & ~f_val_next;
	always_ff @(posedge clk, posedge reset) begin
	    if (reset) begin
			  state_reg <= IDLE;
			  n_reg     <= 0;
			  d_reg     <= 0;
			end else begin
			  state_reg <= state_next;
			  n_reg     <= n_next;
			  d_reg     <= d_next;
			end
		end
	always_comb begin
		state_next = state_reg;
		rx_done_tick = 1'b0;
		n_next = n_reg;
		d_next = d_reg;
		case (state_reg)
			IDLE: begin
				  if (neg_edge & rx_en) begin    
					  n_next = 4'b1010;            
					  state_next = RX;             
					end
				end
			RX: begin
				  if (neg_edge) begin              
					  d_next = {ps2d, d_reg[10:1]};  
					  n_next = n_reg - 1;            
				  end
				  if (n_reg == 0) begin    
					  rx_done_tick = 1'b1;   
					  state_next = IDLE;     
				  end
			  end
		endcase
	end
	assign rx_data = d_reg[8:1];  
endmodule
### flow/run.sh
#!/bin/bash
# OpenROAD 26Q1-2900-gdf79404cd8, Yosys 0.63+post, stock flow scripts
make -C /OpenROAD-flow-scripts/flow DESIGN_CONFIG=/design/flow/config.mk WORK_HOME=/design/flow/orfs finish
==> impl_metrics.toml <==
# flow metrics
[die]
coreArea_um2 = 4850
fp.dieW_um = 73.8
fp_util = 0.425
pin_count = 12
rows = 25
fp.dieH_um = 73.8
chipArea_um2 = 5440

[synth]
synthAoiAreaFrac = 0.0547
mux_share = 0
synth_cells = 147
top_area_frac = 0.510
ys_types = 31
ys_async_sr_fraction = 0
yosys_warnings = 3
yosys_area_um2 = 2060
synth_flop_count = 54
logic_family = "simple AND/OR/NAND/NOR gates"
ff_type = "edfxtp_1"
syn_avg_cell_area_um2 = 14.0
top_area_cell = "edfxtp_1"
simple_gate_area_frac = 0.140
synth_area_um2 = 2060
synth.top_cells.by_area = "edfxtp_1 (51%), dfxtp_1 (18%), xor2_1 (3.4%)"
ys_cells = 147
adder_share = 0.0304
synth-xor-area-share = 0.0468
edf_count = 35
yosysSeqAreaShare = 0.695

[timing]
unclocked_regs = 40
period_needed_ns = 1.52
setup_viol = 0
max_freq_mhz = 660
max-slew-margin-rel = 0.499
fin_skew_ns = 0.00198
untimed_endpoints = 72
tightestPinTransition_ns = 0.748
hold_viol_final = 0
rsz0062_at_grt = "no"
drv_slew = 0
setup-tns-final_ns = 0
finalCritPeriodShare = 0.606
fin_ws_ns = 0.984

[drt]
drt_iter0_drc = 48
diodes = 0
dr.pass1.iters = 4
wire_per_inst_um = 11.6
finalWirelength_um = 2650
viasPerCell = 4.69
route.vias.total = 1074
drc = 0
ant_nets = 0

[clock_tree]
post_cts_buffers = 0
cts.repair.resized = 0
clock_latency_ns = 0.23
cts_buffer_depth = 2
tritoncts = "built"
htree_levels = 1
root_buffer = "clkbuf_8"
cts_buffers = 3
path_clk_slew_ns = 0.05
hold_buffers = 0

[cells_and_area]
final_cells = 229
areaGrowthSynthToFinish_pct = 11.6
final_area_um2 = 2300
num-fill-cells = 408
largest_register_ffs = 10
layout-drive-gt1-share = 0.0864

[place]
gp_congestion = 0.811
dpl_cell_area_um2 = 2250
io_buffer_count = 11
dp_slack_ns = 1.22
dpl.hpwl_um = 1990
place_inst = 225

[grt]
grt_busiest_layer = "met2"
grt_max_degree = 42
grt_use_met2 = 0.183
antenna_found_initial = 0
first_global_vias = 1050
grt_pass1_wl_um = 4640
overflow = 0
use_met3 = 0.0347
grt_use_met1 = 0.182
grt_use_total = 0.117

[min_path]
hold_path_class = "reg2reg"

[critical_path]
crit_family = "buffers and inverters"
startpoint_type = "register"
crit_chain = "clkdlybuf4s50_1"
crit_required_ns = 2.00
r2r_setup_slack_ns = 1.33
critical_path.max_fanout = 1
critPathArrivalTime_ns = 1.02
critPathCaptureType = "output port"
cp_slowest_cell = "clkdlybuf4s50_1"
slowest_delay_ns = 0.46
crit_buf_inv = 1
crit_type = "reg2out"

[power]
vdd_drop_max_v = 0.000115
leakagePower_nw = 0.794
powerDensity_nw_per_um2 = 186
power_mw = 0.428

[status]
run_status = "completed"

[job]
timing.max_cap.violations = 0
tool_warnings = 27
-- cell usage after synthesis (3+ instances only) --
| cell type | n |
|---|---|
| edfxtp_1 | 35 |
| nand4_1 | 6 |
| nand2_1 | 8 |
| dfxtp_1 | 19 |
| ha_1 | 5 |
| nand3_1 | 5 |
| xor2_1 | 8 |
| nor2_1 | 10 |
| o22ai_1 | 3 |
| xnor2_1 | 3 |
| inv_1 | 16 |
| o21ai_0 | 4 |
-- metrics by stage --
stage,hold WS (ns),util
after floorplan,0.364,-
after global placement,0.379,0.465
after detailed placement,0.372,0.465
after CTS,0.381,0.474
after global routing,0.394,0.474
final,0.380,0.474
-- layout make-up --
type | count | area, um2 | area share
tap | 67 | 83.8 | 0.0365
inverter | 16 | 60.1 | 0.0261
sequential | 54 | 1430 | 0.623
timing repair buffer | 12 | 118 | 0.0512
clock buffer | 4 | 45.0 | 0.0196
multi-input combinational | 76 | 561 | 0.244
-- kinds of logic (layout without fill, tap and decap cells) --
family          Yosys count  in the layout
flops                    54             54
simple gates             45             45
buf+inv                  17             32
compound gates           15             15
xor+xnor                 11             11
fa+ha+maj                 5              5
-- routing by layer --
metal / vias to the layer above / routed length [um] / share of wire
li1: 560 / - / -
met4: 0 / 0 / 0
met1: 491 / 1260 / 0.48
met2: 23 / 1250 / 0.47
met3: 0 / 137 / 0.052
met5: - / 0 / 0
-- where the power goes --
group          switching, mW  internal [mW]
Clock                 0.0647          0.112
Sequential                 0          0.248
Combinational       0.000282        0.00266
-- worst paths after layout --
check,from,end,cells past startpoint
setup reg to reg,StateReg[0],SCANCODE[3],1
hold reg to reg,StateReg[0],INTRPT,0
setup / recovery,SCANCODE[6],SCANCODE[6],1
hold / removal,StateReg[0],INTRPT,0
-- cells in the final DEF, fill, tap and decap left out, drive strengths merged --
master and n:
a211o 1, a21boi 1, a21oi 2, and2 1, and3b 1, and4b 1
and4bb 2, buf 1, clkbuf 4, clkdlybuf4s50 11, dfxtp 19, edfxtp 35
ha 5, inv 16, nand2 8, nand3 5, nand3b 1, nand4 7
nor2 10, nor3 2, nor3b 1, nor4 4, nor4b 1, o2111ai 1
o211ai 3, o21ai 4, o22ai 3, or3 1, xnor2 3, xor2 8
No activity file was given, so power comes from the tool's default toggle rates.
