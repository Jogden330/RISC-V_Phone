==> flow/design.v <==
module clk_div (  input clk,
                  output reg sclk= 0);
  integer MAX_COUNT = 5000000; 
  integer div_cnt =0;
   always @ (posedge clk)              
   begin
         if (div_cnt == MAX_COUNT) 
         begin 
            sclk = ~sclk;
            div_cnt = 0;
         end else
            div_cnt = div_cnt + 1;  
   end 
endmodule
==> flow/run.sh <==
#!/bin/bash
# OpenROAD 26Q1-2900-gdf79404cd8, Yosys 0.63+post, stock flow scripts
make -C /OpenROAD-flow-scripts/flow DESIGN_CONFIG=/design/flow/config.mk WORK_HOME=/design/flow/orfs finish
==> flow/config.mk <==
export PLATFORM = sky130hd
export DESIGN_NAME = clk_div
export DESIGN_NICKNAME = clk_div
export VERILOG_FILES = /design/flow/design.v
export SDC_FILE = /design/flow/constraint.sdc
export NUM_CORES = 4
export LEC_CHECK = 1
export CORE_UTILIZATION = 30
==> flow/constraint.sdc <==
current_design clk_div

set clk_period 5.3
set clk_io_pct 0.2

create_clock -name clk0 -period $clk_period [get_ports {clk}]

set non_clock_inputs [all_inputs -no_clocks]
set_input_delay [expr $clk_period * $clk_io_pct] -clock clk0 $non_clock_inputs
set_output_delay [expr $clk_period * $clk_io_pct] -clock clk0 [all_outputs]
==> results.toml <==
# synthesis and place-and-route metrics
[setup_path]
cpLargestDelayFamily = "buffers and inverters"
crit_fanout = 2
reg2reg_from = "div_cnt[0]$_SDFF_PN0_"
cpPeakStageDelay_ns = 0.45
cp_slowest_cell = "clkdlybuf4s50_1"
crit_buf_inv = 1
criticalPathCategory = "reg -> out"
r2r-end = "sclk$_DFFE_PN_"
required_ns = 4.24
setup.worst_path.start_class = "flop"
worstRegToRegCells = 5
end_kind = "output port"
reg2reg_slack_ns = 3.43
worst_ep_arrival_time_ns = 1.07
crit_chain = "clkdlybuf4s50_1"

[routing]
routed-wl-met2_um = 1030
drtAntennaViolNets = 0
via_count = 1008
drt_iter0_drc = 34
wl_per_cell_um = 12.0
first_pass_iters = 4
wl_met1_um = 1300
drt-vias-per-instance = 4.97
drt_wl_total_um = 2440
antenna_cells = 0
dr_wl_met3_um = 71
drc_errors = 0
highest_layer = "met4"

[min_path]
hold_path_depth = 1
hp-class = "reg -> reg"
min_from = "div_cnt[28]$_SDFF_PN0_"
hold_path_end = "div_cnt[28]$_SDFF_PN0_"

[synthesis]
avgSynthCellArea_um2 = 10.0
ys_ff = 33
netlist_area_um2 = 1440
ys_cells = 143
yosys_warnings = 1
yosysChipArea_um2 = 1440
yosys.cell_types.count = 26
synth_seq_share = 0.467
syn_inst = 143

[run]
warning_count = 26
drv_cap = 0

[final_timing]
finalSetupViolCount = 0
finClkSkew_ns = 0.00638
setup_tns_ns = 0
hold_ws_ns = 0.483
hold_viol = 0
fmax_mhz = 471
period_used_share = 0.401
rsz0062_at_grt = "no"
min_period_ns = 2.13
maxSlewHeadroom = 0.603
worst_slew_pin_slew_ns = 0.591
slew_violations = 0

[cts]
post-cts-setup-buffers = 0
cts_resized = 0
clkSlewWorstSetupHoldPaths_ns = 0.06
cts_made_buffers = 5
ctsHoldBuffers = 0
cts-root-buf = "clkbuf_8"
cts_tree = "yes"
cts_max_level = 2
worstSkewPairLatency_ns = 0.28
clockBufferDepth = 2
clock-sinks = 33

[grt]
grt_pass1_vias = 957
grt_pass1_wl_um = 4400
gr-total-overflow = 0
antenna_found_initial = 0
grt_usage = 0.110
grt_max_degree = 11

[placed_design]
port_buffers = 1
placedCellCount = 196
dp_hpwl_um = 1690
place.gp.congestion = 0.765

[cells_and_area]
logic_area_um2 = 742
seq_area_um2 = 671
synthToLayoutAreaGrowth_pct = 11.2
nFillCells = 436
final-instance-count-excl-fill = 203
layout-drive-gt1-share = 0.0927
utilization = 0.357

[floorplanning]
initial_core_util = 0.321
coreArea_um2 = 4470
die_h_um = 71.2
die-area_um2 = 5060
die_x_um = 71.2
rows = 24
ioPinCount = 2

[pwr]
vdd_drop_max_v = 0.000163
p_leak_nw = 0.515
power.total_uw = 435
power_density_nw_per_um2 = 273

[outcome]
outcome = "completed"
==> worst register-to-register path, cell delays in order (launching register included) <==
cell,delay (ns)
dfxtp_1,0.36
inv_1,0.08
ha_1,0.13
nor4b_1,0.27
nand4_1,0.22
nor2_2,0.46
==> where the power goes <==
| group | internal, mW | leakage [nW] | switching [mW] |
|---|---|---|---|
| combinational | 0 | 0.201 | 0 |
| clock | 0.103 | 0.0443 | 0.0832 |
| sequential | 0.249 | 0.269 | 0 |
==> Yosys cell counts <==
cell	instances	area, um2
dfxtp_1	32	641
xnor2_1	23	201
nand3_1	12	60.1
nand4_1	12	75.1
nor2_1	12	45.0
nand2_1	7	26.3
nor4_1	7	43.8
inv_1	6	22.5
and3_1	5	31.3
xor2_1	4	35.0
nor4b_1	3	26.3
and3_2	2	15.0
ha_1	2	25.0
mux2i_1	2	20.0
nor4_4	2	42.5
o21ai_0	2	10.0
a21oi_1	1	5.00
a31o_1	1	8.76
and4b_1	1	10.0
edfxtp_1	1	30.0
nand3_2	1	10.0
nand4_2	1	12.5
nand4_4	1	21.3
nor2_2	1	6.26
nor2b_1	1	6.26
nor3_1	1	5.00
==> through the flow <==
stage                     cell area [um2]  setup WS [ns]
final                                1600           3.17
after global routing                 1600           3.13
after CTS                            1600           3.16
after detailed placement             1510           3.43
after global placement               1510           3.46
after floorplan                      1440           3.80
==> routing by layer <==
layer / track usage / vias up
met5: 0 / -
met4: 0.0178 / 0
met3: 0.0260 / 5
met2: 0.160 / 14
met1: 0.174 / 467
li1: - / 522
==> worst max path at each step <==
| stage | from | cells past startpoint | to |
|---|---|---|---|
| 6_report | sclk$_DFFE_PN_ | 1 | sclk |
| 4_1_cts | sclk$_DFFE_PN_ | 1 | sclk |
| 5_1_grt | sclk$_DFFE_PN_ | 1 | sclk |
==> final cells by class <==
cell class	count	area share
multi-input cells	104	0.465
flip-flops and latches	33	0.420
clock buffers	7	0.0541
well taps	52	0.0408
inverters	6	0.0141
repair buffers	1	0.00627
==> layout by cell type, fill, tap and decap left out <==
cell type | synthesis | layout
clkbuf_8 | 0 | 6
clkbuf_1 | 0 | 1
nor2_2 | 1 | 1
inv_1 | 6 | 6
nor3_1 | 1 | 1
nand3_2 | 1 | 1
a31o_1 | 1 | 1
xnor2_1 | 23 | 23
nor2_1 | 12 | 12
nor4_4 | 2 | 2
nand4_4 | 1 | 1
nand4_2 | 1 | 1
nand2_1 | 7 | 7
edfxtp_1 | 1 | 1
and3_1 | 5 | 5
nor4b_1 | 3 | 3
and3_2 | 2 | 2
mux2i_1 | 2 | 2
nor4_1 | 7 | 7
nand4_1 | 12 | 12
dfxtp_1 | 32 | 32
nor2b_1 | 1 | 1
xor2_1 | 4 | 4
o21ai_0 | 2 | 2
nand3_1 | 12 | 12
and4b_1 | 1 | 1
a21oi_1 | 1 | 1
ha_1 | 2 | 2
clkdlybuf4s50_1 | 0 | 1
==> logic make-up after synthesis <==
| family | Yosys count | synth area share |
|---|---|---|
| compound gates | 4 | 0.0166 |
| xor+xnor | 27 | 0.165 |
| fa+ha+maj | 2 | 0.0174 |
| buf+inv | 6 | 0.0157 |
| flops | 33 | 0.467 |
| mux | 2 | 0.0139 |
| simple gates | 69 | 0.304 |
==> sequential cells by signal, summed over array words and instances, names as in the netlist <==
register	cells
div_cnt	32
sclk	1
Power figures rest on the tool's default switching activity, not on a simulated workload.
